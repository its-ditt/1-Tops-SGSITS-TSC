## config.mk

```make
export PLATFORM = sky130hd
export DESIGN_NAME = gtbtg
export DESIGN_NICKNAME = gtbtg
export VERILOG_FILES = /design/flow/design.v
export SDC_FILE = /design/flow/constraint.sdc
export NUM_CORES = 4
export LEC_CHECK = 1
export CORE_AREA = 10 10 70 70
export DIE_AREA = 0 0 80 80
```

## run.sh

```bash
#!/bin/bash
# OpenROAD 26Q1-2900-gdf79404cd8, Yosys 0.63+post, stock flow scripts
make -C /OpenROAD-flow-scripts/flow DESIGN_CONFIG=/design/flow/config.mk WORK_HOME=/design/flow/orfs finish
```

## design.v

```verilog
`timescale 1ns / 1ps
module gtbtg #(parameter N = 8)(
    input en,
    input mode,   
    input [N-1:0] x,
    output reg [N-1:0] y
);
integer i;
reg [N-1:0] gtb;
always @(*) begin
    gtb[N-1] = x[N-1];
    for (i=N-2; i>=0; i = i-1)
        gtb[i] = gtb[i+1] ^ x[i];
end
always @(*) begin
    if (!en)
        y = 0;
    else if (mode)
        y = gtb;              
    else
        y = x ^ (x >> 1);     
end
endmodule
```

## constraint.sdc

```tcl
current_design gtbtg

set clk_period 2.9
set clk_io_pct 0.2

create_clock -name clk0 -period $clk_period

set non_clock_inputs [all_inputs -no_clocks]
set_input_delay [expr $clk_period * $clk_io_pct] -clock clk0 $non_clock_inputs
set_output_delay [expr $clk_period * $clk_io_pct] -clock clk0 [all_outputs]
```

==> Slide: Implementation Results <==
Synthesis and Place & Route Summary

Logic synthesis
  • Syn avg cell area: around 8 µm²
  • Simple Share, Synth: 0.244
  • Synthesis area per yosys: between 200 and 300 µm²
  • Synthesized area: 272 µm²
  • Gate Count Post-Synth: 34
  • Comb area leader: XOR/XNOR gates
  • Library cells used by synthesis: 19
  • Yosys warns: 1
  • # Cells Yosys: 34
  • Adder share: 0
  • Xor+xnor area frac: 0.530
  • Mux area share: 0
  • Sequential fraction of the synthesis area: 0
  • Compound Share, Synth: 0.184

STA
  • Fin crit share: 0.947
  • Crit path time final: approximately 2.7 ns
  • Count of final setup violators: 0
  • Highest clock rate: 364 MHz
  • Fin. Hold Viols: 0
  • Max-slew headroom: 0.815
  • Pins over their slew limit: 0
  • RSZ-0062 raised after global routing: no
  • Final hold slack: approximately 1.8 ns
  • Worst-Margin Slew: approximately 0.28 ns

Power
  • Leakage: 0.306 nW
  • Comb pwr share: 1.000
  • Clock power frac: 0
  • Int Pwr: just over 0.08 mW
  • Max rail drop VDD: 0.0000921 V
  • Sequential share of power: 0
  • Switching Power: 0.0460 mW
  • Switching Share: 0.364
  • PD cells: 203 nW/µm²
  • Pwr Total: around 0.13 mW

Outcome
  • Status: complete, no violations

Worst hold path
  • Worst Hold Class: in2out

Layout
  • Logic area: between 200 and 300 µm²
  • P&R area growth vs syn: 129%
  • Fill cells: 386
  • Clock buf count: 0
  • Design Area, Final: 622 µm²
  • Layout cell share with drive strength beyond 1: 0.339
  • Most numerous logic cell after layout: buf_4
  • Fin util: 0.182
  • Flop count: 0
  • Most numerous logic cells after layout: buf_4, clkdlybuf4s50_1, a21oi_1, dlygate4sd2_1
  • Register area: 0 µm²

Detailed routing
  • Drt total wl: around 1000 µm
  • DRT met1 WL: ~590 µm
  • First-pass DRT Iterations: 3
  • Starting DRT DRC Count: 14
  • Post-route antenna net violation count: 0
  • WL per Instance: just under 10 µm
  • Max Used Layer: met3
  • Met3 WL: roughly 150 µm
  • Via/cell ratio: around 3.2
  • Number of diodes: 0
  • Remaining DRCs: 0
  • WL met2: roughly 290 µm
  • Vias: 346

Floorplanning
  • Die height: 80 µm
  • I/O pins: 18
  • Row cnt: 21
  • Area of the core: 3420 µm²
  • Fp util: 0.0795
  • Chip width: roughly 80 µm
  • Die Area: between 6000 and 7000 µm²

Critical path
  • Crit path launch type: primary input
  • Critical Path RT: 2.32 ns
  • CP endpoint kind: output pin
  • Setup CP Type: in2out
  • Crit Path Max Fanout: 5
  • Critical Path AT: roughly 2.2 ns

Job
  • Tool Warnings: 32
  • MaxCap Viol Count: 0

Placed design
  • Placer Congestion: 0.772
  • Dpl cell area: between 500 and 600 µm²
  • PortBufs: 18
  • Post-DP HPWL: 803 µm

GRT
  • Overall Global Routing Usage: 0.0336
  • Initial antenna violation count: 0
  • Pin count of the biggest net entering global routing: 8
  • First-pass GRT wire length: 1790 µm
  • Vias in the first global route: 397
  • Gr ovfl total: 0
-- path summary, 6_finish.rpt --
check	cells after the start	startpoint	end	slack, ns
setup / recovery	7	x[6]	y[2]	0.15
hold / removal	3	x[7]	y[7]	1.85
-- critical path, stage by stage --
cell	delay, ns
dlygate4sd2_1	0.27
xnor2_2	0.16
buf_4	0.16
xnor2_4	0.21
nor3_1	0.09
nor3b_2	0.19
clkdlybuf4s50_1	0.50
-- final cells by class --
class | instances | share of cell area
inverter | 2 | 0.0121
tap | 46 | 0.0926
multi-input combinational | 31 | 0.477
timing repair buffer | 29 | 0.419
-- per-stage QoR --
step	setup TNS [ns]	cells	worst slack (ns)
after floorplan	0	34	0.814
after global placement	-1.03	103	-0.292
after detailed placement	-1.07	103	-0.309
after CTS	0	107	0.00141
after global routing	0	108	0.0179
final	0	108	0.154
-- per-layer routing --
metal  global-route usage  vias to the layer above
met4                    0                        0
met1               0.0513                      153
li1                     -                      175
met5                    0                        -
met2               0.0425                       18
met3               0.0170                        0
-- power by group through the flow --
stage	sequential [mW]	combinational (mW)	clock, mW
4_1_cts	0	0.125	0
5_1_grt	0	0.139	0
6_report	0	0.127	0
-- cells in the mapped netlist, drive strengths merged --
master,instances,area [µm²]
inv,2,7.51
nor3b,2,15.0
clkbuf,1,3.75
nand3,1,5.00
xor3,1,27.5
xnor2,6,67.6
xnor3,1,22.5
and3,1,6.26
a2111o,1,11.3
o21ai,3,18.8
nand2,2,7.51
nor2,3,11.3
xor2,3,26.3
and2,1,6.26
a21oi,4,20.0
nor3,2,15.0
-- kinds of logic after synthesis --
kind of cell	after synthesis
AND/OR/NAND/NOR	12
XOR/XNOR	11
AND-OR/OR-AND	8
buffers and inverters	3
-- what timing repair did --
action                                  CTS  global route
endpoints found under the setup margin    4             4
resized                                  11             6
hold buffers                              0             0
setup buffers                             4             1
pin swaps                                 5             2
No activity file was given, so power comes from the tool's default toggle rates.
