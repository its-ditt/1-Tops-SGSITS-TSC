==> design.v <==
`timescale 1ns / 1ps
module tlight(
    input clk,
    input rst,
    input ped,
    output reg r,
    output reg y,
    output reg g
);
parameter RT=20, GT=10, YT=3, PT=5;
reg [7:0] t;
reg [7:0] green_rem;
reg [2:0] cs, ns;
reg pred;
localparam S_R=0,
           S_G=1,
           S_Y=2,
           S_PY=3,
           S_PR=4;
always @(posedge clk) begin
    if(rst) begin
        cs<=S_R;
        t<=0;
        green_rem<=0;
        pred<=0;
    end else begin
        cs<=ns;
        if(cs!=ns)
            t<=0;
        else
            t<=t+1;
        if(cs==S_G && ped)
            pred<=1;
        if(ns==S_PY)
            pred<=0;
        if(cs==S_G && ns==S_PY)
            green_rem <= (GT - t) + 2;
        if(cs==S_PR && ns==S_G)
            t <= (GT - green_rem);
    end
end
always @(*) begin
    r=0; y=0; g=0;
    ns=cs;
    case(cs)
        S_R: begin
            r=1;
            if(t>=RT) ns=S_G;
        end
        S_G: begin
            g=1;
            if(pred) ns=S_PY;
            else if(t>=GT) ns=S_Y;
        end
        S_Y: begin
            y=1;
            if(t>=YT) ns=S_R;
        end
        S_PY: begin
            y=1;
            if(t>=YT) ns=S_PR;
        end
        S_PR: begin
            r=1;
            if(t>=PT) ns=S_G;
        end
    endcase
end
endmodule
==> run.sh <==
#!/bin/bash
# OpenROAD 26Q1-2900-gdf79404cd8, Yosys 0.63+post, stock flow scripts
make -C /OpenROAD-flow-scripts/flow DESIGN_CONFIG=/design/flow/config.mk WORK_HOME=/design/flow/orfs finish
==> config.mk <==
export PLATFORM = sky130hd
export DESIGN_NAME = tlight
export DESIGN_NICKNAME = tlight
export VERILOG_FILES = /design/flow/design.v
export SDC_FILE = /design/flow/constraint.sdc
export NUM_CORES = 4
export LEC_CHECK = 1
export CORE_AREA = 10 10 90 90
export DIE_AREA = 0 0 100 100
==> constraint.sdc <==
current_design tlight

set clk_period 6.4
set clk_io_pct 0.2

create_clock -name clk0 -period $clk_period [get_ports {clk}]

set non_clock_inputs [all_inputs -no_clocks]
set_input_delay [expr $clk_period * $clk_io_pct] -clock clk0 $non_clock_inputs
set_output_delay [expr $clk_period * $clk_io_pct] -clock clk0 [all_outputs]
==> run notes <==
yosys + openroad results -> run status=completed, r2r setup slk=~4.2 ns, async set or reset register ratio after synthesis=0%, floorplan utilization=19.9%, GR Util All Layers=5.67%, Hold Crit Start=green_rem[1], crit-path max FO=10, share of cells above drive strength 1=about 9%, total clock sinks=20, total die size=about 0.01 sq mm, Tmin final=between 2 and 3 ns, Core ar.=0.00628 sq mm, pin count of the biggest net entering global routing=14, RSZ-0062 raised after global routing=no, critical path type=reg2out, Post-Synthesis Cells=150, Final ANT Viol Nets=0, Flops after synth=20, number of iterations in the first detailed-routing pass=4, maximum vdd drop=0.0908 mV, Final TNS setup=0 ns, clk_skew=0.00161 ns, Max Cap Viol=0, crit path DRT=5.12 ns, Seq share, synth=32.0%, Final period util=45.5%, # IOs=6, final setup vio count=0, yosys cell count=150, Hold Path Depth=2, vias in the first global route=1,015, Clock Pin Slew Worst Setup and Hold Paths=0.07 ns, Routed WL=2.75 mm, Yosys warnings=1, initial antenna violation count=0, tool warnings=28, M1 wire length=1.29 mm, clk latency late pin=0.25 ns, CTS root buffer=clkbuf_8, Max Buffers Root-to-Sink=2, chip area in the Yosys report=0.00125 sq mm, distinct lib cells=38, first-pass GRT wire length=roughly 4.8 mm, CP Capture Type=output port, uppermost routed layer=met4, max-slew violations=0, overall power=241 uW, Area Overhead vs Synth=12.4%, PortBufs=5, Die H=100 microns, pwr/cell area=172 mW/mm^2, FF+latch area=400 sq um, Die X=100 microns, DRC=0, via count=roughly 1,000, post-cts hold buffer count=0, final hold vios=0, Rel. slew slack=64.2%, initial detailed-routing violation count=about 83, fmax=343 MHz, syn avg cell area=8.34 sq um, Final WS setup=3.49 ns, HP Class=reg2reg, Hold EP=green_rem[1], CTS Buf Count=3, Logic cell area=782 sq um, Worst setup SP type=register, RR Startpoint=t[1], GRT overflow=0, row cnt=29, R2R cell count=6, CTS tree=yes, Via density=4.65, gpl congestion=between 0.8 and 0.9, Static Leak=0.000493 uW, # Post-CTS Setup Buffers=0, Synth Flop Type=dfxtp_1, CTS H-tree lvls=1, met3 WL=approximately 210 microns, Post-synth EDFFs=0, DR WL/cell=12.2 microns, Post-Synthesis Cell Area=0.00125 sq mm, ANT cells=0, routed wl met2=1.21 mm, post-DP HPWL=2.02 mm, WP data arrival=1.63 ns, post-place setup slack=3.39 ns, fill count=690, PostCTS Resize Cnt=0, worst-margin pin slew=0.531 ns, r2r endpoint=t[7]
==> metrics by stage <==
| stage | std cells | util [%] | area (sq um) | hold WS [ns] |
|---|---|---|---|---|
| after CTS | 225 | 22.4 | 1410 | 0.486 |
| after floorplan | 150 | - | 1250 | 0.444 |
| after global routing | 225 | 22.4 | 1410 | 0.518 |
| after global placement | 221 | 21.5 | 1350 | 0.479 |
| final | 225 | 22.4 | 1410 | 0.487 |
| after detailed placement | 221 | 21.5 | 1350 | 0.473 |
==> how the worst max path moves through the flow <==
stage	from	endpoint	slack, ns	cells after the start
4_1_cts	cs[2]	g	3.45	2
5_1_grt	cs[2]	g	3.36	2
6_report	cs[2]	g	3.49	2
==> layout by cell type (no fill, tap or decap), types with 2 or more instances in the layout <==
cell type / Yosys / routed
nor2_1: 9 / 9
o21ai_0: 5 / 5
nand3_1: 5 / 5
a2111oi_0: 2 / 2
nor4_1: 2 / 2
ha_1: 5 / 5
clkdlybuf4s50_1: 0 / 5
and2_1: 2 / 2
or2_2: 3 / 3
nand2_1: 14 / 14
dfxtp_1: 20 / 20
a211oi_1: 4 / 4
a21oi_1: 9 / 9
inv_1: 6 / 6
o22ai_1: 10 / 10
xor2_1: 8 / 8
nor3_1: 3 / 3
o31ai_1: 3 / 3
nor2b_1: 3 / 3
a21o_1: 2 / 2
o211a_1: 2 / 2
clkbuf_8: 0 / 4
o21a_1: 2 / 2
xnor2_1: 7 / 7
==> cells in the mapped netlist (5+ instances only) <==
cell type / count / area (sq um)
nand2_1: 14 / 52.6
nand3_1: 5 / 25.0
nor2_1: 9 / 33.8
xor2_1: 8 / 70.1
o22ai_1: 10 / 62.6
a21oi_1: 9 / 45.0
clkbuf_1: 6 / 22.5
ha_1: 5 / 62.6
inv_1: 6 / 22.5
dfxtp_1: 20 / 400
o21ai_0: 5 / 25.0
xnor2_1: 7 / 61.3
==> metal layers <==
layer	global-route usage (%)	vias to the layer above
met5	0	-
met1	7.88	480
met4	0.761	0
li1	-	534
met2	8.86	31
met3	1.53	2
==> sequential cells by signal (all words and copies together) (netlist names) <==
name and count:
green_rem 8, t 8, cs 3, pred 1
==> where the power goes <==
part,internal (uW),total [uW],switching [uW]
sequential,126,130,3.96
clock,54.7,93.9,39.2
combinational,8.38,17.6,9.18
==> kinds of logic (layout without fill, tap and decap cells) <==
kind of cell	Yosys count	after routing	synth area share, %
AND/OR/NAND/NOR	48	48	20.5
AND-OR/OR-AND	45	45	26.5
flip-flops	20	20	32.0
buffers and inverters	17	15	5.50
XOR/XNOR	15	15	10.5
adder cells (fa/ha/maj)	5	5	5.00
==> final cells by class <==
type,count,area share (%)
Multi-Input combinational cell,113,55.6
Sequential cell,20,28.5
Tap cell,77,6.85
Clock buffer,4,3.91
Timing Repair Buffer,5,3.56
Inverter,6,1.60
==> worst max-delay path, stage by stage (launching register included) <==
cell and delay (ns):
dfxtp_1 0.40, nor3b_2 0.43, clkdlybuf4s50_1 0.55
Power is estimated from default activity; no workload was simulated.
