$ cat ./config.mk
export PLATFORM = sky130hd
export DESIGN_NAME = barrel_shifter
export DESIGN_NICKNAME = barrel_shifter
export VERILOG_FILES = /design/flow/design.v
export SDC_FILE = /design/flow/constraint.sdc
export NUM_CORES = 4
export LEC_CHECK = 1
export CORE_UTILIZATION = 40
$ cat ./constraint.sdc
current_design barrel_shifter

set clk_period 5.2
set clk_io_pct 0.2

create_clock -name clk0 -period $clk_period

set non_clock_inputs [all_inputs -no_clocks]
set_input_delay [expr $clk_period * $clk_io_pct] -clock clk0 $non_clock_inputs
set_output_delay [expr $clk_period * $clk_io_pct] -clock clk0 [all_outputs]
$ cat ./design.v
`timescale 1ns / 1ps
module barrel_shifter #(parameter N=32)(
    input  [N-1:0] a,
    input  [$clog2(N)-1:0] shamt,
    input  [1:0] mode,         
    output reg [N-1:0] y
);
always @(*) begin
    case(mode)
        2'b00: y = a << shamt;
        2'b01: y = a >> shamt;
        2'b10: y = $signed(a) >>> shamt;
        default: y = a;
    endcase
end
endmodule
$ cat ./run.sh
#!/bin/bash
# OpenROAD 26Q1-2900-gdf79404cd8, Yosys 0.63+post, stock flow scripts
make -C /OpenROAD-flow-scripts/flow DESIGN_CONFIG=/design/flow/config.mk WORK_HOME=/design/flow/orfs finish
==> out/qor.yml <==
outcome:
  status: "finished clean"
clock_tree:
  cts_resized: 0
  cts_post_setup_buffers_inserted: 0
  ctsHoldBuffers: 0
routing:
  antenna_left: 0
  wl_met3_um: 2850
  routed_via_density: 7.01
  first_iter_violations: 531
  wl_um: 22100
  num_antenna_cells: 0
  routedWlPerCell_um: 28.3
  drc: 0
  highest_layer: "met5"
  via_count: 5478
  drt-met1-wl_um: 8910
  wl_met2_um: 9450
  drt_pass1_iterations: 5
layout:
  regArea_um2: 0
  instances_no_fill: 782
  final_area_um2: 5330
  logic_area_um2: 4060
  clock_buffer_count: 0
  syn_to_final_growth_pct: 19.6
  drive_gt1_share_pct: 20.4
  flops: 0
  fillCellCount: 1091
final_timing:
  worstMarginPinSlew_ns: 0.805
  setup-tns-final_ns: 0
  finalCritPeriodShare_pct: 92.8
  fin_crit_ns: 4.83
  slew_viol_final: 0
  slew-limit-headroom_pct: 46.4
  hold_viol: 0
  rsz0062_at_grt: "no"
  setup_viol: 0
  max_freq_ghz: 0.207
place:
  dp.cells: 782
  port_buffers: 71
  placedInstanceArea_um2: 5330
  place_congestion: 1.01
  hpwlAfterDp_um: 16900
critical_path:
  critPathMaxStageDelay_ns: 0.71
  critPathLaunchType: "input pin"
  worst_path_max_delay_cell: "clkdlybuf4s50_1"
  endpoint_kind: "primary output"
  worstPathRequired_ns: 4.16
  cp.arrival_ns: 3.79
  crit_fanout: 11
  crit_type: "input pin to primary output"
  crit_chain: "clkdlybuf4s50_1 -> mux4_2 -> mux4_2 -> nand2_1 -> o21ai_1 -> or3_1 -> clkdlybuf4s50_1"
grt:
  antenna_found_initial: 0
  grt_overflow: 0
  grt_pass1_vias: 5089
  grt_pass1_wl_um: 32800
  grt_start_max_net_pins: 64
  track_usage_pct: 40.5
synth:
  ys_types: 63
  top_area_cell: "mux4_2"
  yosysSeqAreaShare_pct: 0
  top_cells_by_area: "mux4_2 27%, mux2i_1 11%, nor2_1 7.7%, nand2_1 5.1%, mux2_2 4.0%"
  synth.most_common_cell: "nor2_1"
  ys_cells: 591
  yosysChipArea_um2: 4460
  postSynthAreaPerCell_um2: 7.54
  yosys-top-cells-count: "91 x nor2_1, 60 x nand2_1, 53 x mux4_2"
  syn_inst: 591
  yosys_warnings: 1
  top_cell_area_share_pct: 26.8
  synth_area_um2: 4460
job:
  warnings: 32
  cap_violations: 0
power_and_ir_drop:
  ir_drop_uv: 87.0
  power.density_nw_per_um2: 116
  power_leakage_nw: 1.97
  fin_total_pwr_w: 0.000615
min_path:
  hp-class: "input pin to primary output"
floorplanning:
  fp_util_pct: 41.1
  rows: 38
  ios: 71
  dieWidth_um: 108
  dieArea_um2: 11600
  die_y_um: 108
  core-area_um2: 10800
## area by class of cell
cell class / instances / share of cell area [%]
inverters: 6 / 0.470
multi-input cells: 519 / 76.2
well taps: 140 / 3.29
repair buffers: 117 / 20.0
## stage by stage
stage,hold slack [ns],worst slack (ns),util [%]
after floorplan,2.14,1.52,-
after global placement,3.11,0.391,49.1
after detailed placement,3.09,0.387,49.1
after CTS,3.09,0.387,49.1
after global routing,3.18,0.196,49.1
final,3.09,0.372,49.1
## layout by cell type (no fill, tap or decap), types with 3 or more instances in the layout
cell / instances
or3_1: 5
and3_1: 6
o21ai_1: 12
a22o_1: 3
nor2b_1: 6
o221ai_1: 4
a221oi_1: 4
o21a_1: 3
a21o_1: 3
a21oi_1: 29
nor2_1: 91
a221o_1: 3
o211ai_1: 10
a22oi_1: 5
nand3_1: 10
a211oi_1: 9
buf_4: 46
and2_1: 4
nand2_1: 60
mux2i_1: 48
nor3_1: 18
o21ai_0: 35
mux4_2: 53
inv_1: 4
or2_2: 4
nand2b_1: 8
o32a_1: 5
o22a_1: 8
nor4_1: 4
mux2_2: 16
clkdlybuf4s50_1: 67
o22ai_1: 12
a31oi_1: 9
## critical path, delay by kind of cell
| kind | cells | cell delay [ns] |
|---|---|---|
| mux | 2 | 1.12 |
| buf+inv | 2 | 1.12 |
| simple gates | 2 | 0.46 |
| compound gates | 1 | 0.06 |
## cell families (layout without fill, tap and decap cells)
kind of cell / after synthesis / after routing / share of synthesized area (%)
compound gates: 178 / 178 / 27.1
xor+xnor: 1 / 1 / 0.197
buf+inv: 72 / 123 / 8.85
mux: 117 / 117 / 41.6
simple gates: 223 / 223 / 22.2
## where the power goes
part           total (W)  switching (W)  internal [W]
logic           0.000615       0.000334      0.000282
registers              0              0             0
clock network          0              0             0
## worst paths after layout
check      from     to  slack (ns)  cells past startpoint
max       a[14]  y[24]        0.37                      7
min    shamt[2]  y[31]        3.09                      5
## layer usage
metal | global-route usage (%) | vias up
met2 | 58.1 | 371
met4 | 11.0 | 2
met1 | 58.1 | 2643
met3 | 14.8 | 58
li1 | - | 2404
met5 | 5.24 | -
Power is estimated from default activity; no workload was simulated.
